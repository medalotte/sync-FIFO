## flow/constraint.sdc

```tcl
current_design sync_fifo

set clk_period 31.7
set clk_io_pct 0.2

create_clock -name clk0 -period $clk_period [get_ports {clk}]

set non_clock_inputs [all_inputs -no_clocks]
set_input_delay [expr $clk_period * $clk_io_pct] -clock clk0 $non_clock_inputs
set_output_delay [expr $clk_period * $clk_io_pct] -clock clk0 [all_outputs]
```

## flow/design.v

```verilog
module dual_port_RAM
  #(parameter
    DATA_WIDTH   = 8,
    RAM_DEPTH    = 256,
    localparam
    LB_RAM_DEPTH = $clog2(RAM_DEPTH))
   (input  logic [DATA_WIDTH-1:0]   din0,
    input  logic [DATA_WIDTH-1:0]   din1,
    input  logic [LB_RAM_DEPTH-1:0] addr0,
    input  logic [LB_RAM_DEPTH-1:0] addr1,
    output logic [DATA_WIDTH-1:0]   dout0,
    output logic [DATA_WIDTH-1:0]   dout1,
    input  logic                    wr_en0,
    input  logic                    wr_en1,
    input  logic                    clk);
   logic [DATA_WIDTH-1:0]           ram[RAM_DEPTH-1:0] = '{default:0};
   logic [DATA_WIDTH-1:0]           din_r0, din_r1;
   logic [LB_RAM_DEPTH-1:0]         addr_r0, addr_r1;
   logic                            wr_en_r0, wr_en_r1;
   always_ff @(posedge clk) begin
      din_r0   <= din0;
      addr_r0  <= addr0;
      wr_en_r0 <= wr_en0;
      if(wr_en_r0) begin
         ram[addr_r0] <= din_r0;
      end
   end
   always_ff @(posedge clk) begin
      din_r1   <= din1;
      addr_r1  <= addr1;
      wr_en_r1 <= wr_en1;
      if(wr_en_r1) begin
         ram[addr_r1] <= din_r1;
      end
   end
   assign dout0 = ram[addr_r0];
   assign dout1 = ram[addr_r1];
endmodule
module reg_fifo
  #(parameter
    DATA_WIDTH    = 8,
    FIFO_DEPTH    = 4,
    localparam
    LB_FIFO_DEPTH = $clog2(FIFO_DEPTH))
   (input  logic [DATA_WIDTH-1:0]  in_data,
    input logic                    in_valid,
    output logic                   in_ready,
    output logic [DATA_WIDTH-1:0]  out_data,
    output logic                   out_valid,
    input logic                    out_ready,
    input logic                    clear,
    output logic [LB_FIFO_DEPTH:0] count,
    input logic                    clk,
    input logic                    rstn);
   logic [FIFO_DEPTH-1:0][DATA_WIDTH-1:0] dist_ram = '{default:0};
   logic [LB_FIFO_DEPTH-1:0]              waddr_r, raddr_r;
   logic [LB_FIFO_DEPTH:0]                count_r;
   logic                                  in_exec, out_exec;
   always_comb begin
      in_ready  = (count_r < FIFO_DEPTH) ? 1 : 0;
      out_valid = (0 < count_r) ? 1 : 0;
      out_data  = dist_ram[raddr_r];
      count     = count_r;
      in_exec   = in_valid  & in_ready;
      out_exec  = out_valid & out_ready;
   end
   always_ff @(posedge clk) begin
      if(!rstn | clear) begin
         waddr_r <= 0;
         raddr_r <= 0;
         count_r <= 0;
      end
      else begin
         case({in_exec, out_exec})
           2'b00 : begin
           end
           2'b01 : begin
              raddr_r <= raddr_r + 1;
              count_r <= count_r - 1;
           end
           2'b10 : begin
              dist_ram[waddr_r] <= in_data;
              waddr_r           <= waddr_r + 1;
              count_r           <= count_r + 1;
           end
           2'b11 : begin
              dist_ram[waddr_r] <= in_data;
              waddr_r           <= waddr_r + 1;
              raddr_r           <= raddr_r + 1;
           end
         endcase
      end
   end
endmodule
module sync_fifo
  #(parameter
    DATA_WIDTH    = 8,
    FIFO_DEPTH    = 256,
    localparam
    PREFETCH_FIFO_DEPTH    = 4,
    LB_FIFO_DEPTH          = $clog2(FIFO_DEPTH),
    LB_PREFETCH_FIFO_DEPTH = $clog2(PREFETCH_FIFO_DEPTH))
   (input logic [DATA_WIDTH-1:0]   in_data,
    input logic                    in_valid,
    output logic                   in_ready,
    output logic [DATA_WIDTH-1:0]  out_data,
    output logic                   out_valid,
    input logic                    out_ready,
    output logic [LB_FIFO_DEPTH:0] count,
    input logic                    clear,
    input logic                    clk,
    input logic                    rstn);
   logic [LB_FIFO_DEPTH-1:0]       waddr_r, raddr_r;
   logic [LB_FIFO_DEPTH:0]         fifo_count_r, mem_count_r;
   logic [DATA_WIDTH-1:0]          mem_din0, mem_din1;
   logic [DATA_WIDTH-1:0]          mem_dout0, mem_dout1;
   logic                           mem_wr_en0, mem_wr_en1;
   logic                           in_exec, out_exec;
   logic                           prefetch_fifo_in_valid;
   logic                           prefetch_fifo_in_ready;
   logic [LB_PREFETCH_FIFO_DEPTH:0] prefetch_fifo_count;
   logic                            prefetch_exec;
   logic [LB_PREFETCH_FIFO_DEPTH:0] prefetch_count;
   dual_port_RAM #(DATA_WIDTH, FIFO_DEPTH) dp_RAM(.din0(mem_din0),
                                                  .din1(mem_din1),
                                                  .addr0(waddr_r),
                                                  .addr1(raddr_r),
                                                  .dout0(mem_dout0),
                                                  .dout1(mem_dout1),
                                                  .wr_en0(mem_wr_en0),
                                                  .wr_en1(mem_wr_en1),
                                                  .clk(clk));
   reg_fifo #(DATA_WIDTH, PREFETCH_FIFO_DEPTH) prefetch_fifo(.in_data(mem_dout1),
                                                             .in_valid(prefetch_fifo_in_valid),
                                                             .in_ready(prefetch_fifo_in_ready),
                                                             .out_data(out_data),
                                                             .out_valid(out_valid),
                                                             .out_ready(out_ready),
                                                             .clear(clear),
                                                             .count(prefetch_fifo_count),
                                                             .clk(clk),
                                                             .rstn(rstn));
   always_comb begin
      in_ready   = (fifo_count_r < FIFO_DEPTH) ? 1 : 0;
      count      = fifo_count_r;
      in_exec    = in_valid  & in_ready;
      out_exec   = out_valid & out_ready;
      mem_din0   = in_data;
      mem_din1   = 0;
      mem_wr_en0 = in_exec;
      mem_wr_en1 = 0;
      prefetch_count = prefetch_fifo_count + prefetch_fifo_in_valid;
      prefetch_exec  = (0 < mem_count_r) & (prefetch_count < PREFETCH_FIFO_DEPTH);
   end
   always_ff @(posedge clk) begin
      if(!rstn | clear) begin
         waddr_r                  <= 0;
         raddr_r                  <= 0;
         fifo_count_r             <= 0;
         mem_count_r              <= 0;
         prefetch_fifo_in_valid   <= 0;
      end
      else begin
         case({in_exec, out_exec})
           2'b10:   fifo_count_r <= fifo_count_r + 1;
           2'b01:   fifo_count_r <= fifo_count_r - 1;
           default: fifo_count_r <= fifo_count_r;
         endcase
         case({in_exec, prefetch_exec})
           2'b00: begin
              prefetch_fifo_in_valid <= 0;
           end
           2'b01: begin
              raddr_r                <= raddr_r + 1;
              mem_count_r            <= mem_count_r - 1;
              prefetch_fifo_in_valid <= 1;
           end
           2'b10: begin
              waddr_r                <= waddr_r + 1;
              mem_count_r            <= mem_count_r + 1;
              prefetch_fifo_in_valid <= 0;
           end
           2'b11: begin
              waddr_r                <= waddr_r + 1;
              raddr_r                <= raddr_r + 1;
              prefetch_fifo_in_valid <= 1;
           end
         endcase
      end
   end
endmodule
```

## flow/run.sh

```bash
#!/bin/bash
# OpenROAD 26Q1-2900-gdf79404cd8, Yosys 0.63+post, stock flow scripts
make -C /OpenROAD-flow-scripts/flow DESIGN_CONFIG=/design/flow/config.mk WORK_HOME=/design/flow/orfs finish
```

## flow/config.mk

```make
export PLATFORM = sky130hd
export DESIGN_NAME = sync_fifo
export DESIGN_NICKNAME = sync_fifo
export VERILOG_FILES = /design/flow/design.v
export SDC_FILE = /design/flow/constraint.sdc
export NUM_CORES = 4
export LEC_CHECK = 1
export CORE_UTILIZATION = 50
export SYNTH_HDL_FRONTEND = slang
```

==> reports/metrics.csv <==
metric,value,unit
grt-ovfl-total,0,
path_max_fanout,10,
async_reset_ff_share,0,%
hpwl,121500,um
hold_buffers,0,
finalHoldViolCount,0,
routedWlPerCell,30.47,um
syn-mean-instance-area,20.86,um2
cts_resized,0,
core_area,164800,um2
cts_tree,done,
setup_viol,0,
syn2layout_area_growth,11.75,%
drive_above_1_share,22.78,%
leakage,28.10,nW
maxCapViolations,0,
stdcell_count,6532,
gp_congestion,0.9319,
period_needed,9094,ps
insertion_delay,830,ps
grt_pass1_wl,293000,um
power,6.359,mW
fillers,12030,
layout.cells.most_common,edfxtp_1,
drt_iter0_markers,2983,
top_level_ports,32,
totalWireLength,199000,um
start_kind,input port,
grt_max_degree,137,
warnings,39,
ys_seq_share,76.90,%
criticalPathCategory,in2reg,
clock.fmax,110.0,MHz
io_buffer_count,31,
fp_util,50.34,%
finClkSkew,20.60,ps
ys.flops,2147,
viasPerCell,6.095,
status,finished clean,
grt_usage,27.42,%
grt_pass1_vias,43100,
ir_drop,0.06415,mV
drt-met1-wl,68390,um
ys_area,82970,um2
finalSetupTns,0,ps
powerDensity,68.59,nW/um2
syn_inst,3977,
ctsLongestPathBuffers,3,
antenna_found_initial,0,
row_count,149,
finalCritPeriodShare,28.69,%
syn-cell-area,82970,um2
clk_pin_slew_worst_paths,60,ps
postRouteAntennaNets,0,
worst_slack,22610,ps
ys_cells,3977,
worstHoldPathType,reg2reg,
arrival,9840,ps
drv_slew,0,
top_layer_used,met5,
final_cell_mix,"2080 x edfxtp_1, 486 x mux4_2, 338 x nor2_1",
critPathCaptureType,flop,
die_w,409.3,um
firstDrtPassIters,5,
required,32450,ps
drcViolationCount,0,
yosysWarningCount,0,
dieHeight,409.3,um
yosys.cell_types.count,58,
vias,39810,
place_ws,21850,ps
cts-buffers-inserted,212,
synth-edff-count,2080,
placed_cells_incl_taps,6140,
flop_cell,edfxtp_1,
slew_headroom,23.13,%
worstMarginPinSlew,1149,ps
rsz0062_at_grt,false,
wl_met2,94180,um
htreeDepth,4,
post_cts_buffers,0,
wl_met3,30680,um
dieArea,167600,um2
cts_sinks,2147,
cts_root_buf,clkbuf_16,
power breakdown:
part	total [mW]	switching, mW	internal (mW)
Clock	2.39	1.04	1.35
Sequential	3.15	0.0278	3.12
Combinational	0.818	0.422	0.396
Total	6.36	1.49	4.87
layer usage:
| metal | GRT usage (%) | vias up |
|---|---|---|
| met3 | 18.52 | 303 |
| li1 | - | 16960 |
| met4 | 5.584 | 8 |
| met2 | 38.64 | 2168 |
| met1 | 39.59 | 20380 |
| met5 | 1.351 | - |
worst paths after layout:
check | startpoint | end | slack (ps) | depth (start not counted)
worst min-delay path | raddr_r[1] | flop | 380 | 0
worst max-delay path | in_valid | count[8] | 22610 | 11
worst max register to register | flop | prefetch_fifo.dist_ram[7] | 25040 | 12
worst min register to register | raddr_r[1] | flop | 380 | 0
sequential cells by signal (all words and copies together), names as in the netlist, named ones only:
name and cells:
dp_RAM.wr_en_r0 1, prefetch_fifo.count 3, prefetch_fifo_in_valid 1, prefetch_fifo.waddr_r 2, dp_RAM.addr_r0 8, waddr_r 8
dp_RAM.din_r0 8, mem_count_r 9, raddr_r 8, dp_RAM.ram 2048, count 9, prefetch_fifo.raddr_r 2
prefetch_fifo.dist_ram 32
critical path, stage by stage:
cell	delay, ps
clkdlybuf4s50_1	450
nor2b_1	630
inv_1	180
ha_1	390
fa_1	450
a21oi_1	200
o21ai_0	130
a2111oi_0	510
o21ai_0	220
a21o_1	200
a21oi_1	140
through the flow:
step	util, %	hold slack (ps)	cell area (um2)
floorplan	-	348.9	82970
global placement	52.26	369.9	86120
finish	56.26	375.5	92710
detailed placement	52.26	367.3	86120
global route	56.25	392.1	92710
CTS	56.25	381.5	92710
cells by family (layout without fill, tap and decap cells):
logic type	Yosys count	in the layout	synth area share (%)
flops	2147	2147	76.90
compound gates	384	384	3.229
simple gates	546	546	2.889
buf+inv	253	618	1.783
mux	590	590	14.45
other cells	0	1	0
xor+xnor	30	30	0.3167
fa+ha+maj	27	27	0.4343
cells in the mapped netlist (all sizes together) (4+ instances only):
cell type     n  area (um2)
mux2i       104        1041
o211ai        7       52.55
a2111oi       9       78.83
a21o          5       37.54
a22o         41       359.1
nand3        39       195.2
inv          14       52.55
nor2b        17       106.4
dfxtp        67        1341
o22ai        95       594.3
o21ai        15       75.07
or2           4       25.02
and3          9       56.30
ha           24       300.3
edfxtp     2080       62460
nand3b        5       37.54
a31oi        14       87.58
nor3         23       115.1
nand2b        8       50.05
o221ai       16       140.1
nand4        14       87.58
nor4         15       106.4
or3          10       62.56
a211oi       35       262.8
a21oi        61       305.3
nor2        340        1276
buf         136        1032
clkbuf      103       394.1
xnor2        11       96.34
nand2        51       191.4
a22oi        51       382.9
a221oi       22       198.9
mux4        486       10950
xor2         19       166.4
cell type report:
type / count / area (um2) / area share, %
Clock buffer: 273 / 5713 / 6.162
Inverter: 14 / 52.55 / 0.05668
Timing Repair Buffer: 213 / 1777 / 1.916
Sequential cell: 2147 / 63840 / 68.86
Multi-Input combinational cell: 1577 / 17720 / 19.11
Clock inverter: 118 / 870.8 / 0.9393
Tap cell: 2189 / 2739 / 2.954
Antenna cell: 1 / 2.502 / 0.002699
Power is estimated from default activity; no workload was simulated.
